## flow/run.sh

```bash
#!/bin/bash
# OpenROAD 26Q1-2900-gdf79404cd8, Yosys 0.63+post, stock flow scripts
make -C /OpenROAD-flow-scripts/flow DESIGN_CONFIG=/design/flow/config.mk WORK_HOME=/design/flow/orfs finish
```

## flow/config.mk

```make
export PLATFORM = sky130hd
export DESIGN_NAME = area
export DESIGN_NICKNAME = area
export VERILOG_FILES = /design/flow/design.v
export SDC_FILE = /design/flow/constraint.sdc
export NUM_CORES = 4
export LEC_CHECK = 1
export CORE_UTILIZATION = 30
```

## flow/constraint.sdc

```tcl
current_design area

set clk_period 9.8
set clk_io_pct 0.2

create_clock -name clk0 -period $clk_period

set non_clock_inputs [all_inputs -no_clocks]
set_input_delay [expr $clk_period * $clk_io_pct] -clock clk0 $non_clock_inputs
set_output_delay [expr $clk_period * $clk_io_pct] -clock clk0 [all_outputs]
```

## flow/design.v

```verilog
`timescale 1ns / 1ps
module area(
    input clk,
    input rst,
    input [9:0] h_cnt,
    input [9:0] v_cnt,
    input [19:0] tub_loc_0, tub_loc_1, tub_loc_2, tub_loc_3,
    input [19:0] tub_size_0, tub_size_1, tub_size_2, tub_size_3,
    input [19:0] tub_loc_0_U, tub_loc_1_U, tub_loc_2_U, tub_loc_3_U,
    input [19:0] tub_size_0_U, tub_size_1_U, tub_size_2_U, tub_size_3_U,
    input [19:0] star_loc_0, star_loc_1, star_loc_2, star_loc_3,
    input [19:0] star_size_0, star_size_1, star_size_2, star_size_3,
    input [19:0] TA_loc,
    input [19:0] TA_size,
    output reg tub_exist_0, tub_exist_1, tub_exist_2, tub_exist_3,
    output reg star_exist_0, star_exist_1, star_exist_2, star_exist_3,
    output reg tub_exist_0_U, tub_exist_1_U, tub_exist_2_U, tub_exist_3_U,
    output reg TA_exist
    );
    always @(*) begin
        if((h_cnt>=tub_loc_0[19:10]) && (h_cnt<(tub_loc_0[19:10]+tub_size_0[19:10]))||((tub_loc_0[19:10]>849-tub_size_0[19:10]) && (h_cnt<(tub_size_0[19:10]-(849-tub_loc_0[19:10]+1)))))
            if((v_cnt>=tub_loc_0[9:0]) && (v_cnt<(tub_loc_0[9:0]+tub_size_0[9:0])))
                tub_exist_0 = 1;
            else tub_exist_0 = 0;
        else
            tub_exist_0 = 0;
        if((h_cnt>=tub_loc_1[19:10]) && (h_cnt<(tub_loc_1[19:10]+tub_size_1[19:10]))||((tub_loc_1[19:10]>849-tub_size_1[19:10]) && (h_cnt<(tub_size_1[19:10]-(849-tub_loc_1[19:10]+1)))))
            if((v_cnt>=tub_loc_1[9:0]) && (v_cnt<(tub_loc_1[9:0]+tub_size_1[9:0])))
                tub_exist_1 = 1;
            else tub_exist_1 = 0;
        else
            tub_exist_1 = 0;
        if((h_cnt>=tub_loc_2[19:10]) && (h_cnt<(tub_loc_2[19:10]+tub_size_2[19:10]))||((tub_loc_2[19:10]>849-tub_size_2[19:10]) && (h_cnt<(tub_size_2[19:10]-(849-tub_loc_2[19:10]+1)))))
            if((v_cnt>=tub_loc_2[9:0]) && (v_cnt<(tub_loc_2[9:0]+tub_size_2[9:0])))
                tub_exist_2 = 1;
            else tub_exist_2 = 0;
        else
            tub_exist_2 = 0;
        if((h_cnt>=tub_loc_3[19:10]) && (h_cnt<(tub_loc_3[19:10]+tub_size_3[19:10]))||((tub_loc_3[19:10]>849-tub_size_3[19:10]) && (h_cnt<(tub_size_3[19:10]-(849-tub_loc_3[19:10]+1)))))
            if((v_cnt>=tub_loc_3[9:0]) && (v_cnt<(tub_loc_3[9:0]+tub_size_3[9:0])))
                tub_exist_3 = 1;
            else tub_exist_3 = 0;
        else
            tub_exist_3 = 0;
        if((h_cnt>=tub_loc_0_U[19:10]) && (h_cnt<(tub_loc_0_U[19:10]+tub_size_0_U[19:10]))||((tub_loc_0_U[19:10]>849-tub_size_0_U[19:10]) && (h_cnt<(tub_size_0_U[19:10]-(849-tub_loc_0_U[19:10]+1)))))
            if((v_cnt>=tub_loc_0_U[9:0]) && (v_cnt<(tub_loc_0_U[9:0]+tub_size_0_U[9:0])))
                tub_exist_0_U = 1;
            else tub_exist_0_U = 0;
        else
            tub_exist_0_U = 0;
        if((h_cnt>=tub_loc_1_U[19:10]) && (h_cnt<(tub_loc_1_U[19:10]+tub_size_1_U[19:10]))||((tub_loc_1_U[19:10]>849-tub_size_1_U[19:10]) && (h_cnt<(tub_size_1_U[19:10]-(849-tub_loc_1_U[19:10]+1)))))
            if((v_cnt>=tub_loc_1_U[9:0]) && (v_cnt<(tub_loc_1_U[9:0]+tub_size_1_U[9:0])))
                tub_exist_1_U = 1;
            else tub_exist_1_U = 0;
        else
            tub_exist_1_U = 0;
        if((h_cnt>=tub_loc_2_U[19:10]) && (h_cnt<(tub_loc_2_U[19:10]+tub_size_2_U[19:10]))||((tub_loc_2_U[19:10]>849-tub_size_2_U[19:10]) && (h_cnt<(tub_size_2_U[19:10]-(849-tub_loc_2_U[19:10]+1)))))
            if((v_cnt>=tub_loc_2_U[9:0]) && (v_cnt<(tub_loc_2_U[9:0]+tub_size_2_U[9:0])))
                tub_exist_2_U = 1;
            else tub_exist_2_U = 0;
        else
            tub_exist_2_U = 0;
        if((h_cnt>=tub_loc_3_U[19:10]) && (h_cnt<(tub_loc_3_U[19:10]+tub_size_3_U[19:10]))||((tub_loc_3_U[19:10]>849-tub_size_3_U[19:10]) && (h_cnt<(tub_size_3_U[19:10]-(849-tub_loc_3_U[19:10]+1)))))
            if((v_cnt>=tub_loc_3_U[9:0]) && (v_cnt<(tub_loc_3_U[9:0]+tub_size_3_U[9:0])))
                tub_exist_3_U = 1;
            else tub_exist_3_U = 0;
        else
            tub_exist_3_U = 0;
        if((h_cnt>=star_loc_0[19:10]) && (h_cnt<(star_loc_0[19:10]+star_size_0[19:10]))||((star_loc_0[19:10]>849-star_size_0[19:10]) && (h_cnt<(star_size_0[19:10]-(849-star_loc_0[19:10]+1)))))
            if((v_cnt>=star_loc_0[9:0]) && (v_cnt<(star_loc_0[9:0]+star_size_0[9:0])))
                star_exist_0 = 1;
            else star_exist_0 = 0;
        else
            star_exist_0 = 0;
        if((h_cnt>=star_loc_1[19:10]) && (h_cnt<(star_loc_1[19:10]+star_size_1[19:10]))||((star_loc_1[19:10]>849-star_size_1[19:10]) && (h_cnt<(star_size_1[19:10]-(849-star_loc_1[19:10]+1)))))
            if((v_cnt>=star_loc_1[9:0]) && (v_cnt<(star_loc_1[9:0]+star_size_1[9:0])))
                star_exist_1 = 1;
            else star_exist_1 = 0;
        else
            star_exist_1 = 0;
        if((h_cnt>=star_loc_2[19:10]) && (h_cnt<(star_loc_2[19:10]+star_size_2[19:10]))||((star_loc_2[19:10]>849-star_size_2[19:10]) && (h_cnt<(star_size_2[19:10]-(849-star_loc_2[19:10]+1)))))
            if((v_cnt>=star_loc_2[9:0]) && (v_cnt<(star_loc_2[9:0]+star_size_2[9:0])))
                star_exist_2 = 1;
            else star_exist_2 = 0;
        else
            star_exist_2 = 0;
        if((h_cnt>=star_loc_3[19:10]) && (h_cnt<(star_loc_3[19:10]+star_size_3[19:10]))||((star_loc_3[19:10]>849-star_size_3[19:10]) && (h_cnt<(star_size_3[19:10]-(849-star_loc_3[19:10]+1)))))
            if((v_cnt>=star_loc_3[9:0]) && (v_cnt<(star_loc_3[9:0]+star_size_3[9:0])))
                star_exist_3 = 1;
            else star_exist_3 = 0;
        else
            star_exist_3 = 0;
        if((h_cnt>=TA_loc[19:10]) && (h_cnt<(TA_loc[19:10]+TA_size[19:10]))||((TA_loc[19:10]>849-TA_size[19:10]) && (h_cnt<(TA_size[19:10]-(849-TA_loc[19:10]+1)))))
            if((v_cnt>=TA_loc[9:0]) && (v_cnt<(TA_loc[9:0]+TA_size[9:0])))
                TA_exist = 1;
            else TA_exist = 0;
        else
            TA_exist = 0;
    end
endmodule
```

==> impl_metrics.toml <==
# yosys + openroad results
[synth]
post-synth-top-count-cell = "ha_1"
synth.largest_area_cell = "ha_1"
top_cells_by_count = "1222 x ha_1, 484 x inv_1, 373 x a21oi_1, 357 x o21ai_0, 348 x xnor2_1"
avgSynthCellArea_um2 = 7.68
yosys.stat.chipArea_um2 = 38600
post_synth_instance_area_um2 = 38600
ys_cells = 5023
synthesis.yosys.warnings = 1
syn-instance-count = 5023
post-synth-top-area-fraction_pct = 39.6
synth_cell_type_count = 97
topCellsByArea = "ha_1 40%, xnor2_1 7.9%, a21oi_1 4.8%"
synth-seq-area-share_pct = 0

[detailed_routing]
antenna_violating_nets_remaining = 0
vias = 37022
drcViolationCount = 0
dr.pass1.iters = 5
drt-initial-drc-count = 2022
vias_per_cell = 5.08
routed_wirelength_um = 126000
routedWlPerCell_um = 17.3

[final_timing]
worst_max_slew_pin_slew_ns = 0.948
final.min_clock_period_ns = 9.26
fmax_mhz = 108
hold_viol_final = 0
fin_tns_setup_ns = 0
timing.final.max_slew_violations = 0
worst_slew_margin_rel_pct = 36.1
rsz0062_at_grt = "false"
setup_violations = 0
fin_crit_sh_pct = 94.5

[placement]
dp_cells = 7267
dp_hpwl_um = 108000
place.port_buffers = 553
place_congestion = 0.946

[cells_and_area]
layoutNonFillerInstCount = 7286
area_delta_synth_final_pct = 20.5
registers = 0
clkbuf_count = 0
drive_gt1_share_pct = 2.39
ff_latch_area_um2 = 0
layout_utilization_pct = 36.5

[global_routing]
maximum_number_of_pins_on_one_net_before_global_route_repair = 40
global_route.overflow_total = 0
number_of_antenna_violations_at_the_first_check_in_global_routing = 59
grt_first_pass_wirelength_um = 195000
global_route_usage_sum_pct = 19.2
vias_in_the_first_global_route = 34793

[min_path]
hold_path.class = "in -> out"
min-delay-start = "v_cnt[9]"
hold-path-endpoint = "tub_exist_1"
min_delay_path_depth = 5

[floorplanning]
floorplan.initialDensity_pct = 30.3
floorplan.die.height_um = 361
top_level_ports = 555
core_area_um2 = 128000
std_cell_rows = 131
die-area_um2 = 130000
die_width_um = 361

[critical_path]
critPathRequiredTime_ns = 7.84
setup.worst_path.class = "in -> out"
worst_setup_path_start_kind = "input pin"
worst_ep_arrival_time_ns = 7.30
critPathMaxFanout = 6
critical_path.endpoint_type = "output port"
crit_path_start = "star_loc_3[12]"

[status]
run_status = "completed"

[pwr]
power.density_nw_per_um2 = 66.9
power_mw = 3.11
vdd_drop_max_mv = 0.0259
power.static_leakage_nw = 22.2

[cts]
hold_buffers = 0

[flow_run]
max_cap_violations = 0
openroad.warnings = 86
-- area by class of cell --
class	instances	area [µm²]
fillers	13129	81000
multi-input cells	4516	36700
repair buffers	605	5870
well taps	1662	2080
inverters	485	1820
diodes	18	45.0
-- worst max-delay path: stages --
cell and delay, ns:
clkdlybuf4s50_1 0.60, inv_1 0.12, ha_1 0.27, nor2_1 0.20, a21oi_1 0.13, o31ai_2 0.38
nand2_1 0.14, nor3_2 0.22, xnor2_1 0.10, ha_1 0.35, and2_1 0.19, a31oi_1 0.13
nand2_1 0.10, o21ai_1 0.17, inv_1 0.09, o211ai_1 0.17, ha_1 0.14, nor4bb_1 0.31
o2111ai_1 0.16, a221o_1 0.32, o311ai_0 0.34, o22ai_1 0.14, clkdlybuf4s50_1 0.55
-- power breakdown --
group           total [mW]  switching, mW  internal, mW
logic                 3.11           1.64          1.47
clock network  0.000000247              0   0.000000247
registers                0              0             0
total                 3.11           1.64          1.47
-- per-layer routing --
metal	global-route usage [%]	up-vias	part of all wire [%]
li1	-	19651	-
met1	26.8	16498	48
met2	31.6	699	45
met3	3.13	124	5.5
met4	2.78	50	1.4
met5	0	-	0.23
-- stage by stage --
step	setup WS [ns]	hold slack, ns	instance area, µm²
4_1_cts	0.362	5.19	46400
2_1_floorplan	1.90	4.09	38600
6_report	0.540	5.17	46500
5_1_grt	0.0295	5.21	46500
3_3_place_gp	0.455	5.18	46400
3_5_place_dp	0.397	5.18	46400
-- cell families after synthesis --
logic type / share of synthesized area [%]
compound gates: 25.5
fa+ha+maj: 41.9
simple gates: 16.1
buf+inv: 5.02
xor+xnor: 11.2
mux: 0.263
-- what timing repair did --
action	in CTS	in global routing
endpoints found under the setup margin	0	3
setup buffers	0	1
resized	0	6
-- cell usage in the layout (no fill, tap or decap), types with 18 or more instances in the layout --
cell type        count
a211oi_1            70
nor3_1              92
nand3_1             80
o21bai_1            52
or3_1               41
o211ai_1            71
or2_2               21
nor2_1             249
xor2_1             147
diode_2             18
and3_1              31
o31ai_1             25
o2111ai_1           28
inv_1              484
fa_1                39
a21o_1             196
clkdlybuf4s50_1    536
nor2b_1             97
ha_1              1222
o31a_1              36
a21oi_1            373
buf_4               50
a2111oi_0           28
nand2b_1           155
xnor2_1            348
a31oi_1             31
nor4_1              28
o21ai_0            356
nand4_1             35
and2_1              32
nand2_1            316
o21a_1              93
-- how the worst max path moves through the flow --
stage / endpoint / slack [ns] / depth (start not counted)
4_1_cts: tub_exist_2 / 0.36 / 26
5_1_grt: TA_exist / 0.03 / 25
6_report: star_exist_3 / 0.54 / 23
Power figures rest on the tool's default switching activity, not on a simulated workload.
