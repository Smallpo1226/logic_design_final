$ cat /design/flow/design.v
`timescale 1ns / 1ps
module clk_generator(clk, rst, clk_1hz, clk_100hz,  clk_200hz, clk_240hz, clk_10hz,clk_4hz);
input clk;
input rst;
output clk_1hz;
output clk_4hz;
output clk_10hz;
output clk_100hz;
output clk_200hz;
output clk_240hz;
reg clk_1hz;
reg clk_4hz;
reg clk_10hz;
reg clk_100hz;
reg clk_200hz;
reg clk_240hz;
reg [26:0] ct_50, ct_50_tmp;
reg [26:0] ct_4, ct_4_tmp;
reg [26:0] ct_10, ct_10_tmp;
reg [26:0] ct_100, ct_100_tmp;
reg [26:0] ct_200, ct_200_tmp;
reg [26:0] ct_240, ct_240_tmp;
reg clk_1hz_tmp;
reg clk_4hz_tmp;
reg clk_10hz_tmp;
reg clk_100hz_tmp;
reg clk_200hz_tmp;
reg clk_240hz_tmp;
always@*
    if(ct_4 == 27'd12500000) begin
        ct_4_tmp = 27'd0;
        clk_4hz_tmp = ~clk_4hz;
    end
    else begin
        ct_4_tmp = ct_4 +1'b1;
        clk_4hz_tmp = clk_4hz;
    end
always@*
    if(ct_50 == 27'd4999_9999) begin
        ct_50_tmp = 27'd0;
        clk_1hz_tmp = ~clk_1hz;
    end
    else begin
        ct_50_tmp = ct_50 +1'b1;
        clk_1hz_tmp = clk_1hz;
    end
always@*
    if(ct_10 == 27'd2499_9999) begin
        ct_10_tmp = 27'd0;
        clk_10hz_tmp = ~clk_10hz;
    end
    else begin
        ct_10_tmp = ct_10 +1'b1;
        clk_10hz_tmp = clk_10hz;
    end
always@*
        if(ct_100 == 27'd500_000) begin
            ct_100_tmp = 27'd0;
            clk_100hz_tmp = ~clk_100hz;
        end
        else begin
            ct_100_tmp = ct_100 +1'b1;
            clk_100hz_tmp = clk_100hz;
        end
always@*
        if(ct_200 == 27'd250_000) begin
            ct_200_tmp = 27'd0;
            clk_200hz_tmp = ~clk_200hz;
        end
        else begin
            ct_200_tmp = ct_200 +1'b1;
            clk_200hz_tmp = clk_200hz;
        end
always@*
        if(ct_240 == 27'd208334) begin
            ct_240_tmp = 27'd0;
            clk_240hz_tmp = ~clk_240hz;
        end
        else begin
            ct_240_tmp = ct_240 +1'b1;
            clk_240hz_tmp = clk_240hz;
        end
always@(posedge clk or posedge rst)
    if(rst) begin
        ct_50 <= 27'b0;
        clk_1hz <= 1'b0;
    end
    else begin
        ct_50 <= ct_50_tmp;
        clk_1hz <= clk_1hz_tmp;
    end
always@(posedge clk or posedge rst)
    if(rst) begin
        ct_4 <= 27'b0;
        clk_4hz <= 1'b0;
    end
    else begin
        ct_4 <= ct_4_tmp;
        clk_4hz <= clk_4hz_tmp;
    end
always@(posedge clk or posedge rst)
    if(rst) begin
        ct_10 <= 27'b0;
        clk_10hz <= 1'b0;
    end
    else begin
        ct_10 <= ct_10_tmp;
        clk_10hz <= clk_10hz_tmp;
    end
always@(posedge clk or posedge rst)
    if(rst) begin
        ct_100 <= 27'b0;
        clk_100hz <= 1'b0;
    end
    else begin
        ct_100 <= ct_100_tmp;
        clk_100hz <= clk_100hz_tmp;
    end   
always@(posedge clk or posedge rst)
    if(rst) begin
        ct_200 <= 27'b0;
        clk_200hz <= 1'b0;
    end
    else begin
        ct_200 <= ct_200_tmp;
        clk_200hz <= clk_200hz_tmp;
    end   
always@(posedge clk or posedge rst)
    if(rst) begin
        ct_240 <= 27'b0;
        clk_240hz <= 1'b0;
    end
    else begin
        ct_240 <= ct_240_tmp;
        clk_240hz <= clk_240hz_tmp;
    end
endmodule
$ cat /design/flow/config.mk
export PLATFORM = sky130hd
export DESIGN_NAME = clk_generator
export DESIGN_NICKNAME = clk_generator
export VERILOG_FILES = /design/flow/design.v
export SDC_FILE = /design/flow/constraint.sdc
export NUM_CORES = 4
export LEC_CHECK = 1
export CORE_UTILIZATION = 30
$ cat /design/flow/constraint.sdc
current_design clk_generator

set clk_period 4.6
set clk_io_pct 0.2

create_clock -name clk0 -period $clk_period [get_ports {clk}]

set non_clock_inputs [all_inputs -no_clocks]
set_input_delay [expr $clk_period * $clk_io_pct] -clock clk0 $non_clock_inputs
set_output_delay [expr $clk_period * $clk_io_pct] -clock clk0 [all_outputs]
$ cat /design/flow/run.sh
#!/bin/bash
# OpenROAD 26Q1-2900-gdf79404cd8, Yosys 0.63+post, stock flow scripts
make -C /OpenROAD-flow-scripts/flow DESIGN_CONFIG=/design/flow/config.mk WORK_HOME=/design/flow/orfs finish
==> impl_summary.log <==
[report] extracting results
[metrics] worst endpoint required time: approximately 3.7 ns
[metrics] clock-pin slew on the worst setup and hold paths: 0.06 ns
[metrics] RSZ-0062 raised after global routing: false
[metrics] CP endpoint kind: output pin
[metrics] minimum clock period after layout: 2.208 ns
[metrics] count of yosys warnings during synthesis: 1
[metrics] worst-case headroom to the max-slew limit: 0.4470
[metrics] Slew Viols, Final: 0
[metrics] cell type of the slowest stage on the worst timing path: clkdlybuf4s50_1
[metrics] Antenna Violating Nets Remaining: 0
[metrics] dpl cells: 1097
[metrics] highest fanout seen on the critical path: 2
[metrics] Core Area: 0.02606 mm2
[metrics] effective utilization at floorplan: 0.3051
[metrics] startpoint of the lowest-slack register-to-register path: ct_200[0]$_DFF_PP0_
[metrics] worst-case hold slack: 0.4667 ns
[metrics] Worst Path Buf+Inv: 1
[metrics] count of boundary I/O pins: 8
[metrics] fmax: 0.4528 GHz
[metrics] WP data arrival: between 1 and 1.5 ns
[metrics] Cell Type Count: 43
[metrics] sinks on the clock net: between 150 and 200
[metrics] CP delay by family, top: buffers and inverters
[metrics] aggregate routed wire length: around 14 mm
[metrics] final setup violating endpoints: 0
[metrics] HP Class: reg2reg
[metrics] yosys cell count: about 760
[metrics] crit path launch type: register
[metrics] die height: ~160 um
[metrics] largest voltage drop on the vdd net: about 0.22 mV
[metrics] CP Launch Point: clk_10hz$_DFFE_PP0N_
[metrics] initial antenna violation count: 0
[metrics] Resized cells post-CTS: 0
[metrics] count of max-cap constraint violations: 0
[metrics] number of non-filler instances in the completed layout: 1129
[metrics] average wire per standard cell: 12.16 um
[metrics] maximum number of pins on one net before global-route repair: 132
[metrics] crit-path max cell delay: approximately 0.48 ns
[metrics] fraction of registers with async set or reset after synthesis: 1.000
[metrics] mapped cell area: around 0.0080 mm2
[metrics] number of hold violations in the final report: 0
[metrics] sum of overflow across all layers after global routing: 0
[metrics] first-pass GRT wire length: 24.56 mm
[metrics] per-instance average area after synthesis: 10.41 um2
[metrics] DRC violation count after routing: 0
[metrics] share of the yosys chip area belonging to registers: 0.5287
[metrics] # diodes: 0
[metrics] setup TNS: 0 ns
[metrics] cts bufs inserted: 17
[metrics] CTS tree: done
[metrics] via count: 5275
[metrics] via count of the first global-routing pass: 5282
[metrics] final worst setup slack: around 2.4 ns
[metrics] Slew @ Worst Pin: 0.8265 ns
[metrics] number of levels the H-tree was split into: 4
[metrics] outcome: finished, final reports clean
[metrics] global-route total usage across every layer: 0.1121
[metrics] min-delay src: clk_1hz$_DFFE_PP0N_
[metrics] insertion delay to the later sink of the worst-skew pair: between 0.4 and 0.5 ns
[metrics] clock root buffer master: clkbuf_16
[metrics] main flop type after synthesis: dfrtp_1
[metrics] post-cts hold buffer count: 0
[metrics] proportion of layout cells with a drive suffix above 1: 0.07809
[metrics] Area Overhead vs Synth: 14.23%
[metrics] Seq cells post-synth: 168
[metrics] type of the setup path with the least slack: reg2out
[metrics] maximum clock insertion buffer count: 2
[metrics] die area: 0.02716 mm2
[metrics] DP Worst Slack: 2.408 ns
[metrics] Detail Placement HPWL: between 8 and 9 mm
[metrics] Worst Skew: 0.009915 ns
[metrics] DRC marker count from the first detailed-route iteration: 227
[metrics] # fillers: ~2500
[metrics] First-pass DRT Iterations: 4
[metrics] count of input and output buffers: 7
[metrics] total power per unit cell area: 333.2 mW/mm2
[metrics] detailed-route vias per instance: 4.672
[metrics] leakage power of the design: 3.971 nW
[metrics] buffers inserted by post-CTS timing repair: 0
[metrics] area figure in the yosys stat output: 0.007951 mm2
[metrics] die extent in x: 164.8 um
[metrics] std cell rows: ~59
[metrics] Mapped Cells: 764
[metrics] count of library flops with an enable pin: 0
[metrics] final weighted congestion in routability-driven placement: about 0.85
[metrics] ordered cell list for the critical path: clkdlybuf4s50_1
[metrics] OpenROAD warning count: 31
[metrics] share of the clock period used by the worst path after layout: 0.4801
[metrics] Power, Total: 3.026 mW
stage by stage:
stage | util | instance area, um2
4_1_cts | 0.3485 | 9082
3_3_place_gp | 0.3238 | 8438
3_5_place_dp | 0.3238 | 8438
2_1_floorplan | - | 7955
5_1_grt | 0.3485 | 9082
6_report | 0.3485 | 9082
cell type report:
| cell class | instances | area, um2 | share of cell area |
|---|---|---|---|
| sequential | 168 | 4204 | 0.4629 |
| multi-input combinational | 559 | 3601 | 0.3965 |
| tap | 335 | 419.2 | 0.04615 |
| inverter | 22 | 86.33 | 0.009505 |
| clock inverter | 9 | 136.4 | 0.01502 |
| timing repair buffer | 13 | 127.6 | 0.01405 |
| clock buffer | 23 | 508.0 | 0.05593 |
where the power goes:
part	leakage, nW	total [mW]	internal (mW)	switching (mW)
Combinational	1.37	0.0310	0.00325	0.0278
Clock	0.312	1.52	0.945	0.573
Sequential	2.29	1.48	1.48	0
Total	3.97	3.03	2.43	0.601
synthesized netlist by cell type (all sizes together) (2+ instances only):
master / instances / area (um2)
dfrtp: 168 / 4204
nor2: 101 / 404.1
xnor2: 74 / 648.1
nand3: 71 / 360.3
xor2: 66 / 578.1
nand2: 49 / 183.9
nand4: 47 / 294.0
nor3: 27 / 135.1
inv: 22 / 82.58
and3: 21 / 131.4
nor4: 21 / 190.2
clkbuf: 14 / 52.55
ha: 10 / 125.1
nor4b: 10 / 102.6
o21ai: 10 / 50.04
and2: 7 / 43.79
and4: 7 / 61.31
nor2b: 5 / 31.28
or3: 5 / 36.28
or4: 4 / 30.03
nand2b: 3 / 18.77
nand3b: 3 / 22.52
a21o: 2 / 15.01
a21oi: 2 / 10.01
mux2: 2 / 22.52
mux2i: 2 / 20.02
or4b: 2 / 20.02
sequential cells by signal (all words and copies together) (netlist names):
signal     cells
ct_4          27
ct_10         27
ct_100        27
ct_50         27
ct_200        27
clk_4hz        1
clk_1hz        1
clk_10hz       1
ct_240        27
clk_100hz      1
clk_200hz      1
clk_240hz      1
cell families after synthesis:
group           after synthesis  synth area share
fa+ha+maj                    10           0.01574
xor+xnor                    140            0.1542
simple gates                386            0.2629
mux                           4          0.005350
flops                       168            0.5287
compound gates               19           0.01463
buf+inv                      37           0.01841
path summary, 6_finish.rpt:
kind	to	cells past startpoint	slack (ns)
setup / recovery	clk_10hz	1	2.39
hold / removal	clk_1hz$_DFFE_PP0N_	1	0.47
setup reg to reg	ct_200[24]$_DFF_PP0_	7	2.41
hold reg to reg	clk_1hz$_DFFE_PP0N_	1	0.47
max in group asynchronous	ct_50[1]$_DFF_PP0_	3	3.01
min in group asynchronous	ct_100[2]$_DFF_PP0_	3	0.99
routing by layer:
metal / vias up / wire (um) / GRT usage
li1: 2684 / - / -
met5: - / 0 / 0
met4: 0 / 140 / 0.01251
met1: 2535 / 7327 / 0.1781
met3: 11 / 330 / 0.02254
met2: 45 / 5931 / 0.1671
cell usage in the layout, fill, tap and decap left out, drive strengths merged, types with 2 or more instances in the layout:
cell           Yosys  routed
clkinv             0       3
nor4b             10      10
nand4             47      47
bufinv             0       3
clkdlybuf4s50      0       7
nor4              21      21
or4                4       4
nand3b             3       3
clkinvlp           0       3
mux2i              2       2
nand3             71      71
xnor2             74      74
and4               7       7
dfrtp            168     168
a21oi              2       2
nor3              27      27
and3              21      21
o21ai             10      10
clkbuf            14      23
inv               22      22
ha                10      10
buf                1       6
nor2b              5       5
and2               7       7
nand2b             3       3
a21o               2       2
or4b               2       2
mux2               2       2
or3                5       5
nand2             49      49
xor2              66      66
nor2             101     101
Power is estimated from default activity; no workload was simulated.
